==> flow/constraint.sdc <==
current_design Regs

set clk_period 1.1
set clk_io_pct 0.2

create_clock -name clk0 -period $clk_period [get_ports {CLK}]

set non_clock_inputs [all_inputs -no_clocks]
set_input_delay [expr $clk_period * $clk_io_pct] -clock clk0 $non_clock_inputs
set_output_delay [expr $clk_period * $clk_io_pct] -clock clk0 [all_outputs]
==> flow/config.mk <==
export PLATFORM = sky130hd
export DESIGN_NAME = Regs
export DESIGN_NICKNAME = Regs
export VERILOG_FILES = /design/flow/design.v
export SDC_FILE = /design/flow/constraint.sdc
export NUM_CORES = 4
export LEC_CHECK = 1
export CORE_AREA = 10 10 104 104
export DIE_AREA = 0 0 114 114
==> flow/design.v <==
module Regs(
	input logic [31:0] wdat,
	input logic en,
	input logic CLK,
	input logic rst_n,
	output logic [31:0] data
	);
	always_ff@(posedge CLK or negedge rst_n) begin
		if(~rst_n) begin
			data <= 0;
		end else if(en) begin
			data <= wdat;
		end
	end
endmodule
==> flow/run.sh <==
#!/bin/bash
# OpenROAD 26Q1-2900-gdf79404cd8, Yosys 0.63+post, stock flow scripts
make -C /OpenROAD-flow-scripts/flow DESIGN_CONFIG=/design/flow/config.mk WORK_HOME=/design/flow/orfs finish
==> flow_summary.yaml <==
# physical design summary
outcome:
  outcome: "complete, but fails checks"
  failed_checks: "negative hold slack"
place:
  routabilityCongestion: 0.685
  place_area_um2: 2120
  detailedPlace.worstSlack_ps: 20.3
  dp_hpwl_um: 2650
  portBuffers: 66
  placed_cells: 241
finish:
  largest_registers: "data (32)"
  largest_register_ff_count: 32
  post_route_cells_drive_above_1_share_pct: 53.8
  registers.top_by_ff_count: "data"
  area_overhead_of_the_layout_relative_to_synthesis_pct: 66.2
  tally_of_non_filler_cells_in_the_final_layout: 266
  layout_top_cells_excl_fill_tap: "32 x sky130_fd_sc_hd__dfrtp_1, 32 x sky130_fd_sc_hd__clkdlybuf4s50_1, 30 x sky130_fd_sc_hd__mux2_4"
  final_design_area_no_fill_um2: 2240
worst_setup_path:
  worst-path-max-fanout: 2
  worst-endpoint-required_ps: 880
  cpLargestDelayFamily: "flip-flops"
  cpPeakStageDelay_ps: 380
  critical_path.startpoint_type: "flip-flop"
  crit_path_buffers_inverters: 1
  critical_path_cell_list: "clkdlybuf4s15_1"
  end_kind: "output pin"
  critPathKind: "flip-flop to output pin"
  worst-endpoint-arrival_ps: 840
  critical_path.slowest_cell: "sky130_fd_sc_hd__dfrtp_1"
global_route:
  antenna_found_initial: 0
  vias_in_the_first_global_route: 1016
  global_route.peak_usage_layer: "met2"
  grt_start_max_net_pins: 33
  grt_remaining_overflow: 0
  groute.usage.overall_pct: 5.30
  grt_first_pass_wirelength_um: 5580
  global_route.usage.met1_pct: 6.71
  use_met3_pct: 1.33
  m2_gr_usage_pct: 9.00
sta:
  timing_worst_slew_pin_value_ps: 186
  slew_headroom_pct: 87.6
  rsz0062_at_grt: "no"
  post-route-period-util_pct: 96.0
  timing.setup.tns_ps: 0
  final.hold.worst_slack_ps: -107
  worst_clock_skew_ps: 0
  timing.final.hold_violations: 32
  max_freq_mhz: 947
  final_count_of_negative_setup_slack_endpoints: 0
  final.min_clock_period_ps: 1060
  setup_slack_ps: 44.4
  finalMaxSlewViolations: 0
synth:
  synthAdderAreaFrac_pct: 0
  netlist.top_cell.by_area: "sky130_fd_sc_hd__dfrtp_1"
  synth.ff_latch_count: 32
  postSynthCellCount: 68
  synth.yosys.num_cells: 68
  synth_largest_type_area_fraction_pct: 59.5
  ys_sh_aoi_pct: 0
  synth-seq-area-share_pct: 59.5
  syn_area_per_cell_um2: 19.8
  muxShareOfSynthArea_pct: 35.2
  synthSimpleGateAreaFrac_pct: 0
  yosys-top-cells-area: "sky130_fd_sc_hd__dfrtp_1 60%, sky130_fd_sc_hd__mux2_4 33%, sky130_fd_sc_hd__buf_12 4.5%, sky130_fd_sc_hd__mux2_2 1.7%, sky130_fd_sc_hd__buf_6 0.84%"
  synth-area-yosys_um2: 1350
  synthXorXnorAreaFrac_pct: 0
  netlist-cell-type-count: 5
  post_synth_main_logic_family: "multiplexers"
  ys.warnings.count: 1
  netlist_area_um2: 1350
drt:
  routed_wl_um: 3590
  dr_total_vias: 889
  drt-pass1-iter-count: 2
  drc_violation_total_after_the_first_tritonroute_iteration: 23
  antenna_cells_inserted: 0
  via_per_inst: 3.34
  ant_nets: 0
  remaining_drc_errors: 0
  routedWlPerCell_um: 13.5
worst_hold_path:
  holdCritPathClass: "primary input to asynchronous set/reset pin"
power_and_ir_drop:
  power_frac_seq_pct: 45.9
  power_frac_clock_pct: 33.7
  internal-power_mw: 2.31
  switching_pwr_mw: 0.646
  power_density_nw_per_um2: 1320
  switching_share_pct: 21.9
  worst_ir_drop_vdd_v: 0.000493
  static-leakage-power_nw: 1.06
  combinationalPowerShare_pct: 20.4
cts:
  cts_buffers: 5
  cts_root_buf: "sky130_fd_sc_hd__clkbuf_8"
  tritoncts: "built"
  clock_sinks: 32
  cts_htree_levels: 2
  clock_path_buffers: 2
  path_clk_slew_ps: 70
  clock_latency_ps: 270
flow_run:
  log.warning_count: 27
  timing.max_cap.violations: 0
floorplanning:
  fp_util_pct: 15.5
  core-area_um2: 8680
  fp.dieH_um: 114
  rows: 34
  num_ports: 67
  die-width_um: 114
  fp.dieArea_um2: 13000
cells by family (layout without fill, tap and decap cells):
logic type / count (synthesis) / in the layout
muxes: 32 / 32
buffers and inverters: 4 / 94
DFF: 32 / 32
path summary, 6_finish.rpt:
| path | startpoint | end | slack [ps] | cells after the start |
|---|---|---|---|---|
| max | data[10]$_DFFE_PN0P_ | data[10] | 40 | 1 |
| min | rst_n | data[6]$_DFFE_PN0P_ | -110 | 2 |
| min in group clk0 | en | data[29]$_DFFE_PN0P_ | 460 | 3 |
| min reg2reg | data[11]$_DFFE_PN0P_ | data[11]$_DFFE_PN0P_ | 510 | 1 |
| max in group asynchronous | rst_n | data[31]$_DFFE_PN0P_ | 1030 | 2 |
| max reg2reg | data[16]$_DFFE_PN0P_ | data[16]$_DFFE_PN0P_ | 110 | 3 |
power groups by stage:
stage / Clock (mW) / Combinational, mW / Sequential, mW
4_1_cts: 1.09 / 0.638 / 1.35
5_1_grt: 1.13 / 0.655 / 1.37
6_report: 0.997 / 0.604 / 1.36
synthesized netlist by cell type (all sizes together):
library cell	number
mux2	32
dfrtp	32
buf	4
metrics by stage:
stage	power, mW	util [%]
CTS	3.08	26.5
detailed placement	2.00	24.4
floorplan	1.58	-
global placement	2.00	24.4
finish	2.96	25.8
global route	3.16	25.8
layout make-up:
type,count,area [µm²]
fill,917,6440
sequential,32,801
timing repair buffer,87,731
multi-input combinational,32,473
tap,108,135
clock buffer,7,96.3
worst register-to-register path, delay by kind of cell, from the launching register on:
family | cells | cell delay [ps]
DFF | 1 | 380
buffers and inverters | 2 | 250
muxes | 1 | 260
per-layer routing:
layer | up-vias | routed length (µm)
met5 | - | 0
met4 | 0 | 75
met3 | 5 | 201
met2 | 30 | 1790
met1 | 439 | 1520
li1 | 415 | -
repair_timing:
item	4_1_cts	5_1_grt
buffers inserted	13	5
endpoints found under the hold margin	32	32
gates resized	67	21
setup endpoints to repair	32	23
No activity file was given, so power comes from the tool's default toggle rates.
