$ cat design/flow/design.v
package cpu_types_pkg;
	parameter WORD_W    = 32;
	parameter WBYTES    = WORD_W/8;
	parameter OP_W      = 6;
	parameter REG_W     = 5;
	parameter SHAM_W    = REG_W;
	parameter FUNC_W    = OP_W;
	parameter IMM_W     = 16;
	parameter ADDR_W    = 26;
	parameter AOP_W     = 4;
	parameter ITAG_W    = 26;
	parameter IIDX_W    = 4;
	parameter IBLK_W    = 0;  
	parameter IBYT_W    = 2;
	parameter DTAG_W    = 26;
	parameter DIDX_W    = 3;
	parameter DBLK_W    = 1;
	parameter DBYT_W    = 2;
	parameter DWAY_ASS  = 2;
	typedef enum logic [OP_W-1:0] {
		RTYPE   = 6'b000000,
		J       = 6'b000010,
		JAL     = 6'b000011,
		BEQ     = 6'b000100,
		BNE     = 6'b000101,
		ADDI    = 6'b001000,
		ADDIU   = 6'b001001,
		SLTI    = 6'b001010,
		SLTIU   = 6'b001011,
		ANDI    = 6'b001100,
		ORI     = 6'b001101,
		XORI    = 6'b001110,
		LUI     = 6'b001111,
		LW      = 6'b100011,
		LBU     = 6'b100100,
		LHU     = 6'b100101,
		SB      = 6'b101000,
		SH      = 6'b101001,
		SW      = 6'b101011,
		LL      = 6'b110000,
		SC      = 6'b111000,
		HALT    = 6'b111111
	} opcode_t;
	typedef enum logic [FUNC_W-1:0] {
		SLL     = 6'b000000,
		SRL     = 6'b000010,
		JR      = 6'b001000,
		ADD     = 6'b100000,
		ADDU    = 6'b100001,
		SUB     = 6'b100010,
		SUBU    = 6'b100011,
		AND     = 6'b100100,
		OR      = 6'b100101,
		XOR     = 6'b100110,
		NOR     = 6'b100111,
		SLT     = 6'b101010,
		SLTU    = 6'b101011
	} funct_t;
	typedef enum logic [AOP_W-1:0] {
		ALU_SLL     = 4'b0000,
		ALU_SRL     = 4'b0001,
		ALU_ADD     = 4'b0010,
		ALU_SUB     = 4'b0011,
		ALU_AND     = 4'b0100,
		ALU_OR      = 4'b0101,
		ALU_XOR     = 4'b0110,
		ALU_NOR     = 4'b0111,
		ALU_SLT     = 4'b1010,
		ALU_SLTU    = 4'b1011
	} aluop_t;
	typedef logic [REG_W-1:0] regbits_t;
	typedef struct packed {
		opcode_t            opcode;
		logic [ADDR_W-1:0]  addr;
	} j_t;
	typedef struct packed {
		opcode_t            opcode;
		regbits_t           rs;
		regbits_t           rt;
		logic [IMM_W-1:0]   imm;
	} i_t;
	typedef struct packed {
		opcode_t            opcode;
		regbits_t           rs;
		regbits_t           rt;
		regbits_t           rd;
		logic [SHAM_W-1:0]  shamt;
		funct_t             funct;
	} r_t;
	typedef struct packed {
		logic [ITAG_W-1:0]  tag;
		logic [IIDX_W-1:0]  idx;
		logic [IBYT_W-1:0]  bytoff;
	} icachef_t;
	typedef struct packed {
		logic [DTAG_W-1:0]  tag;
		logic [DIDX_W-1:0]  idx;
		logic [DBLK_W-1:0]  blkoff;
		logic [DBYT_W-1:0]  bytoff;
	} dcachef_t;
	typedef logic [WORD_W-1:0] word_t;
	typedef enum logic [1:0] {
		FREE,
		BUSY,
		ACCESS,
		ERROR
	} ramstate_t;
endpackage
import cpu_types_pkg::*;
module iblock (
	input	logic CLK , nRST,
	input 	logic [31:0] setData,
	input	logic [25:0] setTag,
	input	logic set,
	output	logic [31:0] readData,
	output	logic [25:0] readTag,
	output	logic readValid
);
	always_ff@(posedge CLK or negedge nRST) begin : iblock_ff
		if(~nRST)begin
			readData	<= 0;
			readTag		<= 0;
			readValid	<= 0;
		end else if(set)begin
			readData	<= setData;
			readTag		<= setTag;
			readValid	<= 1'b1;
		end
	end
endmodule
$ cat design/flow/run.sh
#!/bin/bash
# OpenROAD 26Q1-2900-gdf79404cd8, Yosys 0.63+post, stock flow scripts
make -C /OpenROAD-flow-scripts/flow DESIGN_CONFIG=/design/flow/config.mk WORK_HOME=/design/flow/orfs finish
$ cat design/flow/config.mk
export PLATFORM = sky130hd
export DESIGN_NAME = iblock
export DESIGN_NICKNAME = iblock
export VERILOG_FILES = /design/flow/design.v
export SDC_FILE = /design/flow/constraint.sdc
export NUM_CORES = 4
export LEC_CHECK = 1
export CORE_UTILIZATION = 50
$ cat design/flow/constraint.sdc
current_design iblock

set clk_period 1.0
set clk_io_pct 0.2

create_clock -name clk0 -period $clk_period [get_ports {CLK}]

set non_clock_inputs [all_inputs -no_clocks]
set_input_delay [expr $clk_period * $clk_io_pct] -clock clk0 $non_clock_inputs
set_output_delay [expr $clk_period * $clk_io_pct] -clock clk0 [all_outputs]
==> impl_metrics.xml <==
<?xml version="1.0" encoding="UTF-8"?>
<metrics>
  <group name="placed_design">
    <metric name="port-buffer-count" unit="">119</metric>
    <metric name="routabilityCongestion" unit="">0.711</metric>
    <metric name="post_detail_place_hpwl" unit="um">3770</metric>
    <metric name="dp.cells" unit="">291</metric>
  </group>
  <group name="clocking">
    <metric name="max-clock-path-buffers" unit="">2</metric>
    <metric name="tritoncts.num_buffers" unit="">9</metric>
    <metric name="cts.root.buffer_cell" unit="">clkbuf_8</metric>
    <metric name="htree_levels" unit="">3</metric>
    <metric name="cts_num_sinks" unit="">59</metric>
  </group>
  <group name="run_status">
    <metric name="run.stop_error" unit="">[ERROR DPL-0036] Detailed placement failed.</metric>
    <metric name="outcome" unit="">did not finish</metric>
    <metric name="last-stage-reached" unit="">4_1_cts</metric>
  </group>
  <group name="synth">
    <metric name="yosysWarningCount" unit="">1</metric>
    <metric name="largest_cells_by_area" unit="">dfrtp_1 (66%), mux2_2 (25%), mux2_4 (6.1%)</metric>
    <metric name="top_area_frac" unit="">0.663</metric>
    <metric name="postSynthCellCount" unit="">125</metric>
    <metric name="topCombFamilyByArea" unit="">multiplexers</metric>
    <metric name="synth.largest_area_cell" unit="">dfrtp_1</metric>
    <metric name="yosys-stat-cells" unit="">125</metric>
    <metric name="post_synth_xor_area_fraction" unit="">0</metric>
    <metric name="syn-mean-instance-area" unit="um^2">17.8</metric>
    <metric name="syn-cell-area" unit="mm^2">0.00223</metric>
    <metric name="yosysSeqAreaShare" unit="">0.663</metric>
    <metric name="synthSimpleGateAreaFrac" unit="">0.00281</metric>
    <metric name="synth_cell_type_count" unit="">7</metric>
    <metric name="ys_area" unit="mm^2">0.00223</metric>
    <metric name="mux_area_fraction" unit="">0.308</metric>
    <metric name="registers_synthesis" unit="">59</metric>
    <metric name="synthAoiAreaFrac" unit="">0</metric>
    <metric name="post_synth_fa_ha_maj_area_fraction" unit="">0</metric>
  </group>
  <group name="floorplanning">
    <metric name="top_ports" unit="">120</metric>
    <metric name="die-width" unit="um">68.7</metric>
    <metric name="floorplan.die.height" unit="um">68.7</metric>
    <metric name="floorplanUtilization" unit="">0.537</metric>
    <metric name="std_cell_rows" unit="">23</metric>
  </group>
</metrics>
## logic make-up after synthesis
kind of cell,count (synthesis)
AND/OR/NAND/NOR,1
buffers and inverters,7
flip-flops,59
multiplexers,58
## stage by stage
stage | setup slack [ns] | cell area [um^2] | util | hold WS (ns)
2_1_floorplan | 0.0204 | 2230 | - | -0.0956
3_3_place_gp | -0.0222 | 3480 | 0.840 | 0.216
3_5_place_dp | -0.0581 | 3480 | 0.840 | 0.221
## synthesized netlist by cell type
library cell / number
dfrtp_1: 59
mux2_2: 49
mux2_4: 9
buf_2: 4
buf_6: 2
buf_8: 1
or2_1: 1
