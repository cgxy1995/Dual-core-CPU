**/design/flow/run.sh**
```bash
#!/bin/bash
# OpenROAD 26Q1-2900-gdf79404cd8, Yosys 0.63+post, stock flow scripts
make -C /OpenROAD-flow-scripts/flow DESIGN_CONFIG=/design/flow/config.mk WORK_HOME=/design/flow/orfs finish
```
**/design/flow/config.mk**
```make
export PLATFORM = sky130hd
export DESIGN_NAME = addr32bit
export DESIGN_NICKNAME = addr32bit
export VERILOG_FILES = /design/flow/design.v
export SDC_FILE = /design/flow/constraint.sdc
export NUM_CORES = 4
export LEC_CHECK = 1
export CORE_UTILIZATION = 30
```
**/design/flow/design.v**
```verilog
module addr1bit
(
input wire a,
input wire b,
input wire cin,
output wire s,
output wire cout
);
assign s = cin ^ (a ^ b);
assign cout = ((~ cin) & b & a) | (cin & (b | a));
endmodule
module addr32bit	 
(
	input  logic [31:0] a,
	input  logic [31:0] b,
	input  logic mode,	 
	output logic [31:0] result,
	output logic vldflg,
	output logic cryflg,
	output logic ngtflg,
	output logic zroflg
);
	logic [32:0] carrys;
	genvar i;
	assign carrys[0] = mode;	 
	generate
		for(i = 0; i <= 31; i = i + 1)
		begin:addername
			addr1bit IX (.a(a[i]), .b(b[i] ^ mode), .cin(carrys[i]),.s(result[i]), .cout(carrys[i+1]));
		end
	endgenerate
	assign vldflg = carrys[32] ^ carrys[31];	 
	assign cryflg = mode ^ carrys[32];		 
	assign ngtflg = result[31];	 
	assign zroflg = !(1&&result);			 
endmodule
```
**/design/flow/constraint.sdc**
```tcl
current_design addr32bit

set clk_period 14.0
set clk_io_pct 0.2

create_clock -name clk0 -period $clk_period

set non_clock_inputs [all_inputs -no_clocks]
set_input_delay [expr $clk_period * $clk_io_pct] -clock clk0 $non_clock_inputs
set_output_delay [expr $clk_period * $clk_io_pct] -clock clk0 [all_outputs]
```
==> deck_impl_summary.md <==
Flow Results at a Glance

Synth
  • Ys Warns: 0
  • Post-synth top area cell: fa_1
  • Synth cell types: 14
  • Post-synth seq share: 0
  • Synth Area per Inst: 8.56 sq um
  • Top cells by count: inv_1, buf_4, xnor2_1
  • Post-Syn Area: 1500 sq um
  • Post-synthesis cell count: 175
  • Most common cell in the synthesized netlist: inv_1
  • Synthesis area per yosys: 1500 sq um
  • Post-synth top area share: 0.414
  • Number of cells in Yosys stat: 175
  • Top cells by area: fa_1, xnor2_1, buf_4

Finish
  • Share of layout cells above drive strength 1: 0.284
  • Non-Filler Instances: 317
  • Flip-flops: 0
  • Clock buffers: 0
  • Final core occ: 0.527
  • FF/Latch Area: 0 sq um
  • Post-route cell area: 2510 sq um
  • Synth-to-Final Area Change: 67.3%

Place
  • # port buffers: 101
  • Cells after DPL: 312
  • RD Place Congestion: 0.735
  • Dpl cell area: 2460 sq um
  • DP Wirelength: 3030 um

Global routing
  • Gr usage total: 0.139
  • Global-route wire length before repair: 5440 um
  • Number of global-route vias before repair: 1,227
  • GRT Residual Overflow: 0
  • Largest net degree at the start of global routing: 29
  • Initial antenna violation count: 0

Routing
  • Iter 0 DRT Violations: 13
  • DRT Wirelength: 3300 um
  • Post-DR wirelength/cell: 10.4 um
  • Vias: 1,186
  • Antenna-violating nets left: 0
  • Mean number of vias per cell: 3.74
  • Iteration tally of the first detailed-router pass: 2
  • Diode count: 0
  • Number of remaining DRC errors: 0

Setup path
  • Max incr delay on CP: 550 ps
  • Slowest cell on crit path: or4_4
  • Worst Setup End Kind: output port
  • WP buf/inv: 4
  • CP delay by family, top: adder cells
  • CP Launch Type: input pin
  • Crit-path max FO: 3
  • Worst setup path start: mode
  • Required time of the critical path: 11,200 ps
  • Arrival time at the worst endpoint: 15,420 ps
  • Critical path depth: 39
  • Most frequent cell on the critical path: fa_2
  • Setup CP Type: in2out
  • End of the critical path: zroflg

Final timing
  • F_max: 54.9 MHz
  • Max-slew violation count: 0
  • Final worst-path cycle share: 1.30
  • Final Setup Violations: 14
  • Relative slew slack: 0.697
  • Hold Vio Cnt, Final: 0
  • Worst-Margin Slew: 455 ps
  • RSZ-0062 raised after global routing: true
  • Tmin final: 18,220 ps
  • PnR worst setup slack: -4220 ps
  • Final setup TNS: -32,070 ps

Status
  • Status: complete, but fails checks
  • Failing checks: setup timing

Floorplan
  • Fp util: 0.315
  • Die Ht: 72.7 um
  • Die ar.: 5280 sq um
  • Core box area: 4750 sq um
  • Die Wd: 72.7 um
  • Site Rows: 25
  • I/O pins: 101

Power
  • Total power per unit cell area: 61.4 nW/um^2
  • Total Power: 154 uW
  • Leakage: 0.00111 uW
  • Peak supply drop: 0.0292 mV

Run
  • Max_cap viols: 0
  • Tool Warnings: 35

Min path
  • Hold crit path type: in2out

Clocking
  • Post-cts hold-fix buffer tally: 0
tightest hold or removal path: stages:
cell,delay [ps]
buf_6,80
buf_4,90
xor2_1,80
clkdlybuf4s50_1,400
routing by layer:
metal | global-route usage | vias up | part of all wire
met3 | 0.0308 | 0 | 0.10
met4 | 0 | 0 | 0
li1 | - | 598 | -
met5 | 0 | - | 0
met2 | 0.228 | 58 | 0.47
met1 | 0.208 | 530 | 0.42
repair_timing:
item	in CTS	in global routing
resized	69	9
cloned	0	0
endpoints found under the setup margin	16	15
pin swaps	3	2
buffers inserted	6	2
cell type report:
type / instances / area [sq um]
timing repair buffer: 111 / 1060
inverter: 62 / 233
multi-input combinational: 77 / 1130
fill: 479 / 2250
tap: 67 / 83.8
power breakdown:
part	switching [uW]	internal [uW]	total, uW	leakage [uW]
Combinational	52.9	101	154	0.00111
Clock	0	0	0	0
Sequential	0	0	0	0
Total	52.9	101	154	0.00111
worst min path at each step:
stage,start,endpoint,slack (ps),cells past startpoint
CTS,a[0],result[0],6270,4
global route,b[0],result[0],6290,4
finish,b[0],result[0],6240,4
cells by family (layout without fill, tap and decap cells):
kind of cell  count (synthesis)  after routing  synth area share
simple gates                 11             11            0.0518
fa+ha+maj                    31             31             0.414
xor+xnor                     34             34             0.199
buf+inv                      98            173             0.328
mux                           1              1           0.00668
stage by stage:
| stage | setup slack (ps) | hold slack, ps |
|---|---|---|
| finish | -4220 | 6240 |
| detailed placement | -5100 | 6660 |
| CTS | -4300 | 6270 |
| floorplan | -3920 | 5760 |
| global placement | -5050 | 6660 |
| global route | -4610 | 6290 |
cell usage in the layout, fill, tap and decap left out:
master,count
buf_12,1
nand4b_1,1
dlymetal6s2s_1,2
nand4_1,6
fa_2,31
buf_6,5
xnor2_1,28
mux2i_2,1
xnor2_2,3
buf_8,1
nor4_2,1
or3_1,1
nand3_1,1
or4_4,1
inv_1,55
clkdlybuf4s15_1,1
buf_4,6
inv_2,7
clkdlybuf4s50_1,82
buf_2,13
xnor2_4,1
xor2_1,2
Power and IR drop assume default switching activity.
